File: flow/design.v
module sum(
    input clk,
    input rst,
    input [3:0] data_in,
    input sum_enable,
    output wire[0:6] display_unidad, display_decena, display_centena
);
wire [0:6] AUX_unidad;
wire [0:6] AUX_decena;
wire [0:6] AUX_centena;
reg [7:0] sum_out = 0;
reg [11:0] sum_BCD;
localparam IDLE=0;
localparam SUMA=1;
localparam FIN=2;
reg [1:0] active_state=0;
reg [7:0] ctr=1;
always @(posedge clk or posedge rst)
    begin
        if(rst)
            begin
            sum_out <= 8'b0;
            active_state <= IDLE;
            end
        else
            begin
                case(active_state)
                    IDLE:
                        begin
                            sum_out <= 8'b0;
                            if(sum_enable)
                                active_state <= SUMA;
                            else
                                active_state <= IDLE;
                        end
                    SUMA:
                        begin
                            sum_out <= sum_out + ctr;
                            if(ctr < data_in)
									 begin
                                active_state <= SUMA;
                                ctr <= ctr + 1;
										end
                            else
                                active_state <= FIN;
                        end
                    FIN:
                        begin
                            sum_out <= sum_out;
                        end
                endcase
            end
    end
    always @(posedge clk) begin
        sum_BCD[3:0]   <= sum_out % 10;         
        sum_BCD[7:4]   <= (sum_out / 10) % 10;  
        sum_BCD[11:8]  <= (sum_out / 100) % 10; 
    end
	freq_decoder decoder_unidades (
		.decoder_in(sum_BCD[3:0]),
		.decoder_out(AUX_unidad)
	);
	freq_decoder decoder_decenas (
		.decoder_in(sum_BCD[7:4]),
		.decoder_out(AUX_decena)
	);
    freq_decoder decoder_centenas (
        .decoder_in(sum_BCD[11:8]),
        .decoder_out(AUX_centena)
    );
assign display_unidad = AUX_unidad;
assign display_decena = AUX_decena;
assign display_centena = AUX_centena;
endmodule
module freq_decoder (
	input[3:0] decoder_in, 
	output reg[0:6] decoder_out
	);
	always@(*)
	begin
		case(decoder_in)
		0:
			decoder_out=7'b0000001;
		1:
			decoder_out=7'b1001111;
		2:
			decoder_out=7'b0010010;
		3:
			decoder_out=7'b0000110;
		4:
			decoder_out=7'b1001100;
		5:
			decoder_out=7'b0100100;
		6:
			decoder_out=7'b0100000;
		7:
			decoder_out=7'b0001111;
		8:
			decoder_out=7'b0000000;
		9:
			decoder_out=7'b0000100;
		endcase
	end
endmodule
File: flow/run.sh
#!/bin/bash
# OpenROAD 26Q1-2900-gdf79404cd8, Yosys 0.63+post, stock flow scripts
make -C /OpenROAD-flow-scripts/flow DESIGN_CONFIG=/design/flow/config.mk WORK_HOME=/design/flow/orfs finish
File: flow/config.mk
export PLATFORM = sky130hd
export DESIGN_NAME = sum
export DESIGN_NICKNAME = sum
export VERILOG_FILES = /design/flow/design.v
export SDC_FILE = /design/flow/constraint.sdc
export NUM_CORES = 4
export LEC_CHECK = 1
export CORE_UTILIZATION = 50
File: flow/constraint.sdc
current_design sum

set clk_period 3.5
set clk_io_pct 0.2

create_clock -name clk0 -period $clk_period [get_ports {clk}]

set non_clock_inputs [all_inputs -no_clocks]
set_input_delay [expr $clk_period * $clk_io_pct] -clock clk0 $non_clock_inputs
set_output_delay [expr $clk_period * $clk_io_pct] -clock clk0 [all_outputs]
==> flow_summary.toml <==
# flow metrics
[sta]
fmax_mhz = 229.8
timing.setup.tns_ps = -5082
worst_pin_slew_ps = 734.4
min_period_over_period_pct = 124.4
skew_ps = 4.208
slew_headroom_pct = 50.75
finalHoldViolCount = 0
fin_crit_ps = 4353
finalSetupViolations = 7
setup_slack_ps = -852.6
untimed_endpoints = 33
unclocked_pins = 19
grt_setup_unrepaired = "yes"
drv_slew = 0

[clocking]
h-tree-depth = 1
clockRootBuffer = "clkbuf_8"
clk_pin_slew_ps = 100
cts_tree = "built"
insertion_delay_ps = 280
clockBufferDepth = 2
cts-hold-fix-buffers = 0
cts_buffers = 3

[place]
placedInstanceArea_sq_mm = 0.004259
io_buffers = 26
hpwl_mm = 5.998
gp_congestion = 0.9015
place_inst = 563

[finish]
layoutNonFillerInstCount = 584
fin_area_sq_mm = 0.004553
layout-drive-gt1-share_pct = 30.37
area_growth_pct = 39.85
utilization_pct = 72.12

[synthesis]
yosysMostFrequentCell = "a21oi_1"
yosysChipArea_sq_mm = 0.003256
ys_ff = 47
yosysCellCount = 399
flop_cell = "dlxtn_1"
synth_cell_types = 72
ys_warn_count = 2
common_cells = "a21oi_1, inv_1, nor2_1"
syn_area_sq_mm = 0.003256
netlist_instances = 399
postSynthAreaPerCell_sq_um = 8.159
synthArstFlopShare_pct = 21.28
synth_area_leader_cell = "dlxtn_1"
top_cell_area_share_pct = 8.763
edf_count = 8
topCellsByArea = "dlxtn_1, ha_1, dfrtp_1"

[floorplanning]
fp-row-count = 29
io_pins = 28
chip_area_sq_mm = 0.006838
coreArea_sq_mm = 0.006314
die_h_um = 82.69
die_x_um = 82.69
fp-utilization_pct = 51.57

[run_status]
violations = "setup timing"
status = "finished, violations left"

[power]
finalPower_mw = 4.202
power_density_mw_per_mm2 = 922.8
ir_drop_uv = 840.8
p_leak_nw = 2.010

[global_routing]
first_global_vias = 2900
grt_use_total_pct = 24.68
grt_max_degree = 17
antenna_found_initial = 0
grt_pass1_wl_mm = 12.88
grt_overflow = 0

[setup_path]
path_cells = "inv_4 -> ha_4 -> nand2b_4 -> nand2_4 -> nand2_2 -> ha_4 -> o31ai_2 -> buf_4 -> a21oi_1 -> a211oi_4 -> nor3_2 -> o41a_1 -> nor3_4 -> o211ai_1 -> a21oi_2 -> o21ai_1 -> mux2_4 -> ha_4 -> or2_4 -> or3_4 -> nor3_2 -> a211o_1"
crit_path_start_kind = "flip-flop"
slowest_stage = "o41a_1"
crit_arrival_ps = 4580
endpoint_kind = "flip-flop"
critPathKind = "flip-flop to flip-flop"
max_stage_delay_ps = 480
critPathMostFrequentCell = "ha_4"
required_ps = 3730
path_max_fanout = 5

[drt]
post-route-drc-count = 0
drt_iter0_drc = 137
routed_wl_mm = 7.746
ant_nets = 0
diodes = 0
viasPerCell = 5.582
first_pass_iters = 4
route.detailed.wl_per_inst_um = 13.26
vias = 3260

[run]
warnings = 35
drv_cap = 0

[min_path]
hold_class = "flip-flop to flip-flop"
==> final timing paths <==
kind | to | from | slack (ps) | depth (start not counted)
max in group asynchronous | sum_out[3] | rst | 2480 | 2
setup reg to reg | sum_BCD[7] | sum_out[3] | -850 | 22
setup / recovery | sum_BCD[7] | sum_out[3] | -850 | 22
hold reg to reg | sum_BCD[0] | sum_out[0] | 520 | 1
hold / removal | sum_BCD[0] | sum_out[0] | 520 | 1
min in group asynchronous | sum_out[7] | rst | 720 | 2
==> repair_timing <==
item,4_1_cts,5_1_grt
endpoints found under the setup margin,7,7
gates cloned,0,0
buffers inserted,15,3
resized,12,11
pin swaps,12,2
==> cells in the final DEF, fill, tap and decap left out, types with 4 or more instances in the layout <==
cell type and instances:
buf_4 92, a21oi_1 29, inv_1 27, nor2_1 26, clkdlybuf4s50_1 26, nand2_1 22, dlxtn_1 19, ha_1 17
o21ai_0 15, xnor2_1 13, nor3_1 12, nand3_1 12, dfxtp_1 10, xor2_1 8, dfrtp_1 8, edfxtp_1 8
a22o_1 7, a21o_1 7, o21bai_1 6, a21oi_2 6, conb_1 6, and3_1 5, ha_4 5, a31oi_1 4
nor2b_1 4, or2_2 4, a211oi_1 4, nor4_1 4, nand4_1 4, mux2i_1 4
==> flip-flops by register name, summed over array words and instances (netlist names) <==
name                          flops
sum_BCD                          10
ctr                               8
sum_out                           8
decoder_decenas.decoder_out       7
decoder_unidades.decoder_out      7
decoder_centenas.decoder_out      5
active_state                      2
==> critical path, delay by kind of cell (launching register included) <==
family | cells | cell delay, ps
AND-OR/OR-AND | 8 | 1630
adder cells (fa/ha/maj) | 3 | 510
buffers and inverters | 2 | 250
flip-flops | 1 | 430
multiplexers | 1 | 270
AND/OR/NAND/NOR | 8 | 1210
==> kinds of logic after synthesis <==
group	after synthesis	synth area share [%]
and+or+nand+nor	126	20.10
AOI/OAI and AO/OA	122	25.98
buffers and inverters	52	6.918
DFF	28	21.21
adders and majority gates	25	9.685
xor gates and xnor gates	21	5.650
latches	19	8.762
muxes	5	1.576
other	1	0.1152
==> power by group <==
part	internal, mW	leakage [nW]	switching (mW)	total (mW)
Combinational	1.77	1.55	1.55	3.32
Clock	0.153	0.0357	0.106	0.260
Sequential	0.505	0.424	0.112	0.617
Total	2.43	2.01	1.77	4.20
==> per-layer routing <==
metal,routed length [um],GRT usage [%],part of all wire [%]
met4,77,3.103,0.99
met3,230,2.564,3.0
met2,3536,40.66,46
met5,0,0,0
met1,3902,36.63,50
==> cell type report <==
| class | instances | area, sq um |
|---|---|---|
| Sequential cell | 47 | 978.4 |
| Inverter | 30 | 122.6 |
| Timing Repair Buffer | 121 | 984.7 |
| Fill cell | 508 | 1760 |
| Multi-Input combinational cell | 305 | 2300 |
| Tap cell | 77 | 96.34 |
| Clock inverter | 1 | 30.03 |
| Clock buffer | 3 | 41.29 |
==> through the flow <==
step,hold slack [ps],worst slack (ps)
CTS,526.7,-852.7
global route,545.7,-1079
finish,520.6,-852.6
global placement,498.9,-838.8
detailed placement,496.2,-930.3
floorplan,414.0,-986.0
No activity file was given, so power comes from the tool's default toggle rates.
