`/design/flow/design.v`:
```
module PWM(
    input button_inc,
    input button_dec,
    input clk,
    input rst,
    output reg pwm_out,
	output clk_div
);
wire neg_button_inc = ~button_inc;
wire neg_button_dec = ~button_dec;
wire slow_clk;
wire debounced_button_inc; 
wire debounced_button_dec;
reg [31:0] ctr;
parameter base_freq = 'd50_000_000;
parameter target_freq = 'd50;
parameter counts = base_freq / target_freq;
reg [31:0] DC=70_000;
clock_divider DIVIDIR(
    .clk(clk),
	 .rst(rst),
    .clk_div(slow_clk) 
);
button_debouncer d0( neg_button_inc, clk, rst, debounced_button_inc);
button_debouncer d1( neg_button_dec, clk, rst, debounced_button_dec);
assign clk_div = slow_clk;
always @(posedge slow_clk or posedge rst)
    begin
        if(rst)
            begin
            DC <= 50_000;
            end
        else
            begin
			    if(neg_button_dec)
                begin
						if(DC>50_000)
							DC <= DC - 5_000;  
						else
							DC <= DC;
                end
                else if(neg_button_inc)
					begin
						if(DC<100_000)
							DC <= DC + 5_000;
						else
							DC <= DC;
					end
		        else
                begin
			    DC <= DC;
                end
            end
    end
always @(posedge clk)
    begin
		if (ctr < counts-1)
            begin
                ctr <= ctr + 1;
                if(ctr < DC)
                begin
                    pwm_out <= 1;
                end
                else
                begin
                    pwm_out <= 0;
                end
            end
        else
            begin
                ctr <= 0;
            end
    end
endmodule
module button_debouncer(
    input button_in,
	 input clk,
    input rst,
    output button_out
);
wire Q0, Q1, Q2, Q2_bar;
wire slow_clk;
clock_divider DIVIDIR(
    .clk(clk),
	 .rst(rst),
    .clk_div(slow_clk) 
);
d_ff d0( slow_clk, button_in, Q0);
d_ff d1( slow_clk, Q0, Q1);
d_ff d2( slow_clk, Q1, Q2);
assign Q2_bar = ~Q2;
assign button_out = Q1 & Q2_bar;
endmodule
module d_ff(
    input slow_clk,
    input D,
    output reg Q
);
always @(posedge slow_clk)
    begin
        Q <= D;
    end
endmodule
module clock_divider #(parameter freq = 2)
(
    input clk,
    input rst,
    output reg clk_div
);
localparam clk_freq = 50_000_000;  
localparam count_max = clk_freq/(2*freq);
reg [31:0] count;
always @(posedge clk or posedge rst)
    begin
        if(rst==1'b1)
            begin
            count <= 32'b0;
            end
        else if(count == count_max-1)
            begin
            count <= 32'b0;
            end
        else
            begin
            count <= count + 1;
            end
    end
always @(posedge clk or posedge rst)
    begin
        if(rst==1)
            begin
            clk_div <= 1'b0;
            end
        else if(count == count_max-1) 
            begin
            clk_div <= ~clk_div;
            end
        else
            begin
            clk_div <= clk_div;
            end
    end
endmodule
```
`/design/flow/run.sh`:
```
#!/bin/bash
# OpenROAD 26Q1-2900-gdf79404cd8, Yosys 0.63+post, stock flow scripts
make -C /OpenROAD-flow-scripts/flow DESIGN_CONFIG=/design/flow/config.mk WORK_HOME=/design/flow/orfs finish
```
`/design/flow/config.mk`:
```
export PLATFORM = sky130hd
export DESIGN_NAME = PWM
export DESIGN_NICKNAME = PWM
export VERILOG_FILES = /design/flow/design.v
export SDC_FILE = /design/flow/constraint.sdc
export NUM_CORES = 4
export LEC_CHECK = 1
export CORE_UTILIZATION = 50
```
`/design/flow/constraint.sdc`:
```
current_design PWM

set clk_period 7.4
set clk_io_pct 0.2

create_clock -name clk0 -period $clk_period [get_ports {clk}]

set non_clock_inputs [all_inputs -no_clocks]
set_input_delay [expr $clk_period * $clk_io_pct] -clock clk0 $non_clock_inputs
set_output_delay [expr $clk_period * $clk_io_pct] -clock clk0 [all_outputs]
```
==> reports/metrics.cfg <==
[clock_tree]
clk_path_buf_depth = 2
cts.hold.buffers_added = 0
cts_tree = built
cts_resized = 0
htree_levels = 3
cts_root_buf = clkbuf_16
cts_buffers = 9
clk-insertion-delay-late_ns = 0.32
clk_pin_slew_ns = 0.05
post-cts-setup-buffers = 0

[placed_design]
dp_cells = 806
dp_slack_ns = 4.55
place_hpwl_mm = 9.32
port_buffers = 5
place.gp.congestion = 0.897

[pwr]
leakagePower_nw = 3.10
power_density_mw_per_mm2 = 140
p_int_mw = 0.708
p_seq_frac = 0.401
peakVddDrop_v = 0.000180
p_comb_frac = 0.113
p_sw_mw = 0.207
swShare = 0.226
clkPwrFrac = 0.486

[synth]
yosysUniqueCellTypes = 61
avgSynthCellArea_um2 = 9.02
yosys_warnings = 3
syn_inst = 660
top_area_cell = dfrtp_1
most_common_cell = ha_1
ys_area_mm2 = 0.00595
top_cells_by_count = ha_1, dfrtp_1, nor2_1, nand2_1, xnor2_1
ys.flops = 95
synth_area_mm2 = 0.00595
synth-edff-count = 1
ys_cells = 660
async_flop_share = 0.653
area_leaders = dfrtp_1, ha_1, dfxtp_1
top_area_frac = 0.235
ys_seq_frac = 0.375
flop_cell = dfrtp_1

[die]
io_pins = 6
die_x_um = 111
chipArea_mm2 = 0.0123
coreArea_mm2 = 0.0115
die_y_um = 111
initial_utilization = 0.517
rows = 39

[drt]
num_antenna_cells = 0
vias = 4514
routed_wl_mm = 12.1
ant_nets = 0
drt_iter0_drc = 212
drt-vias-per-instance = 5.49
dr.pass1.iters = 20
wl_per_cell_um = 14.7
drc = 0

[global_route]
grt_pass1_wl_mm = 21.3
antenna_found_initial = 0
track_usage = 0.219
grt_max_degree = 39
grt_remaining_overflow = 0
first_global_vias = 4418

[worst_setup_path]
crit_path_max_incr_delay_ns = 0.47
critPathBufInv = 1
arrival_ns = 1.18
slowest_stage = clkdlybuf4s50_1
critPathLaunchType = flip-flop
path_delay_family = buffers and inverters
cp_cell_sequence = clkdlybuf4s50_1
crit_fanout = 4
worst_ep_required_time_ns = 5.92
crit_type = flip-flop to primary output
cp-end-kind = primary output

[job]
max_cap_violations = 0
warnings = 25

[cells_and_area]
final_layout_size_suffix_gt1_frac = 0.0633
stdcell_count = 822
syn2layout_area_growth_pct = 9.42

[sta]
untimed_endpoints = 29
finalSetupViolCount = 0
maxSlewViolCount = 0
rsz0062_at_grt = no
hold_violations = 0
maxSlewHeadroom = 0.544
fin_crit_ns = 2.66
tns_ns = 0
finalWorstSetupSlack_ns = 4.74
unclocked_pins = 29
period_used_share = 0.359
finalClockSkew_ns = 0.00571
worstMarginPinSlew_ns = 0.683
clock.fmax_mhz = 376

[hold_path]
hold_path_class = flip-flop to flip-flop

[outcome]
status = finished, final reports clean

==> registers in the layout (all words and copies together) (netlist names) <==
name             flops
DC                  29
DIVIDIR.clk_div      1
DIVIDIR.count       32
ctr                 32
pwm_out              1
==> metrics by stage <==
step	area (µm²)	utilization	total power, mW	hold slack (ns)
2_1_floorplan	5990	-	0.453	0.430
6_report	6510	0.566	0.915	0.462
3_5_place_dp	6190	0.538	0.477	0.456
3_3_place_gp	6190	0.538	0.476	0.454
5_1_grt	6510	0.566	0.957	0.510
4_1_cts	6510	0.566	0.926	0.467
==> power groups by stage <==
stage     sequential, mW  clock (mW)  combinational (mW)
4_1_cts            0.367       0.455               0.104
6_report           0.367       0.445               0.103
5_1_grt            0.367       0.472               0.117
==> cell type report <==
| type | count | area, µm² |
|---|---|---|
| clock buffers | 11 | 243 |
| clock inverters | 5 | 77.6 |
| fillers | 1015 | 5000 |
| inverters | 41 | 154 |
| multi-input cells | 515 | 3530 |
| flip-flops and latches | 95 | 2230 |
| well taps | 143 | 179 |
| repair buffers | 12 | 103 |
==> per-layer routing <==
layer  track usage  up-vias  part of all wire  routed length [µm]
met5             0        -                 0                   0
met4        0.0234        0            0.0085                 103
met3        0.0346       11             0.029                 349
met2         0.323       52              0.43                5230
met1         0.367     2088              0.53                6400
li1              -     2363                 -                   -
==> layout by cell type, fill, tap and decap left out, drive strengths merged, types with 14 or more instances in the layout <==
| cell | synthesis | final |
|---|---|---|
| nor4 | 14 | 14 |
| and3 | 20 | 20 |
| xor2 | 31 | 31 |
| xnor2 | 42 | 42 |
| nand4 | 14 | 14 |
| a21oi | 41 | 41 |
| dfrtp | 56 | 56 |
| a21o | 31 | 31 |
| nand3 | 34 | 34 |
| nor2 | 56 | 56 |
| inv | 41 | 41 |
| nand2 | 52 | 52 |
| ha | 57 | 57 |
| o21ai | 34 | 34 |
| dfxtp | 32 | 32 |
==> final timing paths <==
| path | from | endpoint | slack (ns) | depth (start not counted) |
|---|---|---|---|---|
| min in group asynchronous | rst | DIVIDIR.count[29]$_DFF_PP0_ | 1.59 | 2 |
| max reg2reg | ctr[25]$_SDFF_PP0_ | pwm_out$_DFFE_PN_ | 4.88 | 9 |
| min | ctr[0]$_SDFF_PP0_ | ctr[0]$_SDFF_PP0_ | 0.46 | 1 |
| max in group asynchronous | rst | DIVIDIR.clk_div$_DFFE_PP0N_ | 4.95 | 3 |
| min reg2reg | ctr[0]$_SDFF_PP0_ | ctr[0]$_SDFF_PP0_ | 0.46 | 1 |
| max | DIVIDIR.clk_div$_DFFE_PP0N_ | clk_div | 4.74 | 1 |
==> kinds of logic (layout without fill, tap and decap cells) <==
group | count (synthesis) | after routing | synth area share
other | 1 | 12 | 0.000630
adder cells (fa/ha/maj) | 58 | 58 | 0.123
buffers and inverters | 61 | 69 | 0.0397
AND-OR/OR-AND | 145 | 145 | 0.164
multiplexers | 6 | 6 | 0.0103
AND/OR/NAND/NOR | 221 | 221 | 0.181
XOR/XNOR | 73 | 73 | 0.107
flip-flops | 95 | 95 | 0.375
Power is estimated from default activity; no workload was simulated.
